File: flow/config.mk
export PLATFORM = sky130hd
export DESIGN_NAME = rv32i_cpu_t
export DESIGN_NICKNAME = rv32i_cpu_t
export VERILOG_FILES = /design/flow/design.v
export SDC_FILE = /design/flow/constraint.sdc
export NUM_CORES = 4
export LEC_CHECK = 1
export CORE_UTILIZATION = 30
File: flow/constraint.sdc
current_design rv32i_cpu_t

set clk_period 43.6
set clk_io_pct 0.2

create_clock -name clk0 -period $clk_period [get_ports {clk}]

set non_clock_inputs [all_inputs -no_clocks]
set_input_delay [expr $clk_period * $clk_io_pct] -clock clk0 $non_clock_inputs
set_output_delay [expr $clk_period * $clk_io_pct] -clock clk0 [all_outputs]
File: flow/design.v
`default_nettype none
`timescale 1ns / 1ps
module store_mask_t(input wire [1:0] addr,
                    input wire [2:0] width,
                    output reg [3:0] mask
                    );
  always @* begin
  case (addr)
  0: case (width)
    1:       mask = 4'b0001;
    2:       mask = 4'b0011;
    default: mask = 4'b1111;
    endcase
  1: case (width)
    1:       mask = 4'b0010;
    default: mask = 4'b0000;  
    endcase
  2: case (width)
    1:       mask = 4'b0100;
    2:       mask = 4'b1100;
    default: mask = 4'b0000;  
    endcase
  3: case (width)
    1:       mask = 4'b1000;
    default: mask = 4'b0000;  
    endcase
  endcase
  end
endmodule
module out_shifter_t(input wire [1:0] addr,
                     input wire [2:0] width,
                     input wire [31:0] in_data,
                     output reg [31:0] out_data
                     );
  always @* begin
  case (addr)
  0: case (width)
    1:       out_data = {8'd0, 8'd0, 8'd0, in_data[ 7: 0]};
    2:       out_data = {8'd0, 8'd0, in_data[15: 0]      };
    default: out_data = in_data;
    endcase
  1: case (width)
    1:       out_data = {8'd0, 8'd0, in_data[ 7: 0], 8'd0};
    default: out_data = 32'd0;  
    endcase
  2: case (width)
    1:       out_data = {8'd0, in_data[ 7: 0], 8'd0, 8'd0};
    2:       out_data = {in_data[15: 0],       8'd0, 8'd0};
    default: out_data = 32'd0;  
    endcase
  3: case (width)
    1:       out_data = {in_data[ 7: 0], 8'd0, 8'd0, 8'd0};
    default: out_data = 32'd0;  
    endcase
  endcase
  end
endmodule
module in_shifter_t(input wire [1:0] addr,
                    input wire [2:0] width,
                    input wire [31:0] in_data,
                    output reg [31:0] out_data
                    );
  always @* begin
  case (addr)
  0: case (width)
    1:       out_data = {24'd0, in_data[ 7: 0]};
    2:       out_data = {16'd0, in_data[15: 0]};
    default: out_data = in_data;
    endcase
  1: case (width)
    1:       out_data = {24'd0, in_data[15: 8]};
    default: out_data = 32'd0;  
    endcase
  2: case (width)
    1:       out_data = {24'd0, in_data[23:16]};
    2:       out_data = {16'd0, in_data[31:16]};
    default: out_data = 32'd0;  
    endcase
  3: case (width)
    1:       out_data = {24'd0, in_data[31:24]};
    default: out_data = 32'd0;  
    endcase
  endcase
  end
endmodule
module rv32i_cpu_t(
    input wire clk,                    
    input wire reset,                  
    input wire hold,                   
    input wire [31:0] in_data,         
    output wire [3:0] out_write_mask,  
    output wire [31:0] out_mem_addr,   
    output wire [31:0] out_data        
    );
  localparam REG_ZERO = 0;
  localparam REG_SP   = 2;
  parameter RESET_VECTOR  = 32'h00010074;
  parameter STACK_POINTER = 32'hffffffff;
  reg mem_write;
  reg mem_read;
  reg [2:0] mem_width;  
  wire [31:0] mem_in;
  in_shifter_t  in_shift (out_mem_addr[1:0], mem_width, in_data, mem_in);
  out_shifter_t out_shift(out_mem_addr[1:0], mem_width, X[rs2], out_data);
  wire [3:0] mask;
  store_mask_t mask_gen(out_mem_addr[1:0], mem_width, mask);
  assign out_write_mask = mem_write ? mask : 4'b0;
  reg [31:0] pc;     
  reg [31:0] inst;   
  reg [31:0] X[32];  
  wire [4:0]  group  = inst[ 6: 2];
  wire [4:0]  rd     = inst[11: 7];
  wire [2:0]  funct3 = inst[14:12];
  wire [4:0]  rs1    = inst[19:15];
  wire [4:0]  rs2    = inst[24:20];
  wire [6:0]  funct7 = inst[31:25];
  wire [31:0] immi   = { {21{inst[31]}}, inst[30:20] };
  wire [31:0] immb   = { {20{inst[31]}}, inst[7], inst[30:25], inst[11:8], 1'b0 };
  wire [31:0] immu   = { inst[31:12], 12'b0 };
  wire [31:0] immj   = { {13{inst[31]}}, inst[19:12], inst[30:21], 1'b0 };
  wire [31:0] imms   = { {21{inst[31]}}, inst[30:25], inst[11:7] };
  wire bit30 = inst[30];
  wire [2:0] access_width =  (funct3 == 0 || funct3 == 4) ? 1 :   
                            ((funct3 == 1 || funct3 == 5) ? 2 :   
                                                            4);   
  wire [31:0] ld_addr  = X[rs1] + immi;
  wire [31:0] st_addr  = X[rs1] + imms;
  assign out_mem_addr  = (phi == STAGE_IFETCH) ? pc :          
                         (group == 5'b00000) ? ld_addr :       
                                               st_addr;        
  wire will_read  = (group == 5'b00000);                       
  wire will_store = (group == 5'b01000);                       
  wire [31:0] pc_step   = pc + 4;
  wire [31:0] pc_branch = pc + immb;
  reg [31:0] next_pc;
  always @* begin
    casez({funct3, group})
    8'b000_11000: next_pc = (X[rs1] == X[rs2])                   ? pc_branch : pc_step;  
    8'b001_11000: next_pc = (X[rs1] != X[rs2])                   ? pc_branch : pc_step;  
    8'b100_11000: next_pc = ($signed(X[rs1]) <  $signed(X[rs2])) ? pc_branch : pc_step;  
    8'b101_11000: next_pc = ($signed(X[rs1]) >= $signed(X[rs2])) ? pc_branch : pc_step;  
    8'b110_11000: next_pc = (X[rs1] <  X[rs2])                   ? pc_branch : pc_step;  
    8'b111_11000: next_pc = (X[rs1] >= X[rs2])                   ? pc_branch : pc_step;  
    8'b???_11001: next_pc = (immi + X[rs1]) & 32'hfffffffe;                              
    8'b???_11011: next_pc = pc + immj;                                                   
    default:      next_pc = pc_step;
    endcase
  end
  wire [31:0] rhs = (group == 'b01100) ? X[rs2] : immi;
  reg [31:0] res_alu;
  always @* begin
    casez({bit30, funct3, group})
    9'b?_???_01101: res_alu = immu;                                        
    9'b?_???_00101: res_alu = immu + pc;                                   
    9'b?_???_110?1: res_alu = pc_step;                                     
    9'b0_000_01100: res_alu = X[rs1] +    rhs;                             
    9'b?_000_00100: res_alu = X[rs1] +    rhs;                             
    9'b1_000_01100: res_alu = X[rs1] -    rhs;                             
    9'b?_001_0?100: res_alu = X[rs1] <<  (rhs & 31);                       
    9'b?_010_0?100: res_alu = { 31'b0, $signed(X[rs1]) < $signed(rhs)};    
    9'b?_011_0?100: res_alu = { 31'b0,         X[rs1]  <         rhs };    
    9'b?_100_0?100: res_alu = X[rs1] ^    rhs;                             
    9'b0_101_0?100: res_alu = X[rs1] >>  (rhs & 31);                       
    9'b1_101_0?100: res_alu = $signed(X[rs1]) >>> (rhs & 31);              
    9'b?_110_0?100: res_alu = X[rs1] |    rhs;                             
    9'b?_111_0?100: res_alu = X[rs1] &    rhs;                             
    9'b?_000_00000: res_alu = { {24{mem_in[ 7]}}, mem_in[ 7:0] };          
    9'b?_001_00000: res_alu = { {16{mem_in[15]}}, mem_in[15:0] };          
    9'b?_010_00000: res_alu = mem_in;                                      
    9'b?_100_00000: res_alu = { 24'b0, mem_in[ 7:0] };                     
    9'b?_101_00000: res_alu = { 16'b0, mem_in[15:0] };                     
    default:        res_alu = 32'b0;
    endcase
  end
  wire rdnz = (rd != REG_ZERO);
  reg write_rd;
  always @* begin
    casez({group})
    5'b00000: write_rd = rdnz;  
    5'b00100: write_rd = rdnz;  
    5'b00101: write_rd = rdnz;  
    5'b01100: write_rd = rdnz;  
    5'b01101: write_rd = rdnz;  
    5'b11001: write_rd = rdnz;  
    5'b11011: write_rd = rdnz;  
    default:  write_rd = 0;
    endcase
  end
  localparam STAGE_IFETCH = 0;   
  localparam STAGE_EXEC   = 1;   
  localparam STAGE_PSTORE = 2;   
  localparam STAGE_PLOAD  = 3;   
  reg [1:0] phi;
  always @(posedge clk) begin
    if (reset) begin
      pc          <= RESET_VECTOR;       
      X[REG_ZERO] <= 32'd0;              
      X[REG_SP]   <= STACK_POINTER;      
      phi         <= STAGE_IFETCH;       
      mem_write   <= 0;                  
      mem_read    <= 1;                  
      mem_width   <= 4;                  
    end else begin
      if (!hold) begin
        case(phi)
        STAGE_IFETCH: begin  
          mem_read  <= 0;
          mem_write <= 0;
          mem_width <= access_width;
          inst <= mem_in;
          phi <= STAGE_EXEC;
        end
        STAGE_EXEC: begin  
          if (will_read) begin
            mem_read  <= 1;
            mem_write <= 0;
            mem_width <= access_width;
            phi <= STAGE_PLOAD;
          end else if (will_store) begin
            mem_read  <= 0;
            mem_write <= 1;
            mem_width <= access_width;
            phi <= STAGE_PSTORE;
          end else begin
            mem_read  <= 1;
            mem_write <= 0;
            mem_width <= 4;
            X[rd] <= write_rd ? res_alu : X[rd];
            pc <= next_pc;
            phi <= STAGE_IFETCH;
          end
        end
        STAGE_PSTORE: begin   
          mem_read  <= 1;
          mem_write <= 0;
          mem_width <= 4;
          pc <= next_pc;
          phi <= STAGE_IFETCH;
        end
        STAGE_PLOAD: begin   
          mem_read  <= 1;
          mem_write <= 0;
          mem_width <= 4;
          X[rd] <= write_rd ? res_alu : X[rd];
          pc <= next_pc;
          phi <= STAGE_IFETCH;
        end
        endcase
      end
    end
  end
endmodule
File: flow/run.sh
#!/bin/bash
# OpenROAD 26Q1-2900-gdf79404cd8, Yosys 0.63+post, stock flow scripts
make -C /OpenROAD-flow-scripts/flow DESIGN_CONFIG=/design/flow/config.mk WORK_HOME=/design/flow/orfs finish
==> report_table.html <==
<!-- implementation run metrics -->
<table>
<tr><th>Metric</th><th>Value</th></tr>
<tr><th colspan="2">Global route</th></tr>
<tr><td>Number of global-route vias before repair</td><td>~66k</td></tr>
<tr><td>Initial antenna violation count</td><td>23</td></tr>
<tr><td>Global routing usage summed across all routing layers</td><td>29.3%</td></tr>
<tr><td>Global-route wire length before repair</td><td>516000 µm</td></tr>
<tr><td>Largest net degree at the start of global routing</td><td>~98</td></tr>
<tr><td>Aggregate global routing overflow</td><td>0</td></tr>
<tr><th colspan="2">Critical path</th></tr>
<tr><td>Launching element type of the critical path</td><td>flip-flop</td></tr>
<tr><td>Data arrival at the endpoint of the critical path</td><td>9090 ps</td></tr>
<tr><td>Setup CP Type</td><td>flip-flop to primary output</td></tr>
<tr><td>Data required time of the worst path</td><td>34880 ps</td></tr>
<tr><td>Critical path peak fanout</td><td>88</td></tr>
<tr><td>CP Capture Type</td><td>primary output</td></tr>
<tr><th colspan="2">Clocking</th></tr>
<tr><td>Cell at the root of the clock tree</td><td>sky130_fd_sc_hd__clkbuf_16</td></tr>
<tr><td>Post CTS Setup Buffer Count</td><td>0</td></tr>
<tr><td>Clock-pin slew on the worst setup and hold paths</td><td>60 ps</td></tr>
<tr><td>Worst-case clock buffer depth</td><td>3</td></tr>
<tr><td>Number of sinks handled by clock tree synthesis</td><td>between 1k and 1.5k</td></tr>
<tr><td>Clock buffers created by TritonCTS</td><td>130</td></tr>
<tr><td>Cts hold-fix bufs</td><td>0</td></tr>
<tr><td>Clock H-tree levels</td><td>4</td></tr>
<tr><td>Clk Latency, worst-skew pair</td><td>850 ps</td></tr>
<tr><td>Number of gates resized after cts</td><td>0</td></tr>
<tr><td>CTS tree</td><td>done</td></tr>
<tr><th colspan="2">Power</th></tr>
<tr><td>Switching Fraction</td><td>a little over a third</td></tr>
<tr><td>Cell Int Power</td><td>2.23 mW</td></tr>
<tr><td>Worst VDD drop</td><td>0.0000296 V</td></tr>
<tr><td>Total power density per cell area</td><td>38.7 mW/mm²</td></tr>
<tr><td>Switching power</td><td>around 1.2 mW</td></tr>
<tr><td>Flop pwr share</td><td>34.1%</td></tr>
<tr><td>Standby leakage power</td><td>between 30 and 40 nW</td></tr>
<tr><td>Fraction of power consumed by the clock network</td><td>32.1%</td></tr>
<tr><td>Combinational group share of total power</td><td>33.8%</td></tr>
<tr><td>Post-layout total power</td><td>3.48 mW</td></tr>
<tr><th colspan="2">Floorplanning</th></tr>
<tr><td>Overall die width</td><td>about 520 µm</td></tr>
<tr><td>Die y size</td><td>~520 µm</td></tr>
<tr><td># IOs</td><td>about 100</td></tr>
<tr><td>Floorplan core area</td><td>~0.26 mm²</td></tr>
<tr><td>Row count</td><td>about 190</td></tr>
<tr><td>Fraction of the core area occupied by cells at floorplan</td><td>30.2%</td></tr>
<tr><td>Chip footprint</td><td>0.266 mm²</td></tr>
<tr><th colspan="2">Placement</th></tr>
<tr><td>Gpl congestion</td><td>1.06</td></tr>
<tr><td>Pre-CTS setup slack</td><td>around 27000 ps</td></tr>
<tr><td>Port bufs</td><td>102</td></tr>
<tr><td>Total half-perimeter wirelength after legalization and detailed placement</td><td>261000 µm</td></tr>
<tr><td>Instance area at placement</td><td>0.0856 mm²</td></tr>
<tr><th colspan="2">Outcome</th></tr>
<tr><td>Status</td><td>complete, no violations</td></tr>
<tr><th colspan="2">Flow run</th></tr>
<tr><td>Max-cap violations</td><td>0</td></tr>
<tr><td>Total tool warning count</td><td>107</td></tr>
<tr><th colspan="2">Finish</th></tr>
<tr><td>Layout cell share with drive strength beyond 1</td><td>23.7%</td></tr>
<tr><td>Area growth from synthesis to final layout</td><td>13.4%</td></tr>
<tr><td>Final Instance Area</td><td>0.0899 mm²</td></tr>
<tr><th colspan="2">Final timing</th></tr>
<tr><td>Worst Tran Pin Value</td><td>1380 ps</td></tr>
<tr><td>Final max-slew violation count</td><td>0</td></tr>
<tr><td>Hold violation total from the final report</td><td>0</td></tr>
<tr><td>Max Fclk</td><td>56.1 MHz</td></tr>
<tr><td>Min setup slack post-route</td><td>25790 ps</td></tr>
<tr><td>Min Tclk post-route</td><td>17810 ps</td></tr>
<tr><td>Fin Clk Skew</td><td>between 80 and 90 ps</td></tr>
<tr><td>Number of setup violations in the final report</td><td>0</td></tr>
<tr><td>Worst hold margin</td><td>471 ps</td></tr>
<tr><td>RSZ-0062 raised after global routing</td><td>false</td></tr>
<tr><td>Setup total negative slack</td><td>0 ps</td></tr>
<tr><td>Remaining max-slew budget at the tightest pin</td><td>6.80%</td></tr>
<tr><td>Final clock period utilization by the worst path</td><td>40.8%</td></tr>
<tr><th colspan="2">Drt</th></tr>
<tr><td>Via density per instance</td><td>6.42</td></tr>
<tr><td>Total DRC errors in the routed layout</td><td>0</td></tr>
<tr><td>Routed length per placed instance</td><td>roughly 37 µm</td></tr>
<tr><td>Total Wirelength</td><td>373000 µm</td></tr>
<tr><td>Count of antenna-violating nets left after detailed routing</td><td>0</td></tr>
<tr><td>Count of TritonRoute iterations in the first routing pass</td><td>8</td></tr>
<tr><td>Drt initial violations</td><td>6552</td></tr>
<tr><td>Vias post-DR</td><td>64.2k</td></tr>
<tr><th colspan="2">Logic synthesis</th></tr>
<tr><td>Count of library flops with an enable pin</td><td>about 1.0k</td></tr>
<tr><td>Average cell area after synthesis</td><td>12.6 µm²</td></tr>
<tr><td>Cell count listed in synth_stat.txt</td><td>6277</td></tr>
<tr><td>Fraction of the yosys area taken by sequential cells</td><td>40.8%</td></tr>
<tr><td>Count of mapped cells out of synthesis</td><td>6277</td></tr>
<tr><td>Most used DFF post-synth</td><td>sky130_fd_sc_hd__edfxtp_1</td></tr>
<tr><td>Post-synth design cell area</td><td>0.0793 mm²</td></tr>
<tr><td>Number of register bits inferred by synthesis</td><td>1107</td></tr>
<tr><td>Warnings from Yosys</td><td>4</td></tr>
<tr><td>Async set-reset flop share out of synthesis</td><td>0%</td></tr>
<tr><td>Chip Area, Yosys</td><td>0.0793 mm²</td></tr>
<tr><td>Number of library cell types mapped by synthesis</td><td>110</td></tr>
<tr><th colspan="2">Worst hold path</th></tr>
<tr><td>Type of the most critical hold path</td><td>flip-flop to flip-flop</td></tr>
</table>
-- layout make-up --
class / count / area, µm²
Clock buffer: 160 / 3480
Inverter: 162 / 612
Sequential cell: 1107 / 32400
Antenna cell: 15 / 37.5
Tap cell: 3515 / 4400
Fill cell: 25417 / 173000
Clock inverter: 79 / 812
Multi-Input combinational cell: 4512 / 44400
Timing Repair Buffer: 457 / 3750
-- per-layer routing --
metal	share of wire [%]	up-vias	track usage (%)
met1	33	31870	32.9
met4	6.7	58	15.2
met5	0.40	-	4.27
met2	43	5339	41.4
li1	-	25861	-
met3	17	1089	20.3
-- synth_stat cells, types with 17 or more instances --
| master | count | area share (%) |
|---|---|---|
| sky130_fd_sc_hd__a21o_1 | 107 | 1.0 |
| sky130_fd_sc_hd__nand3_1 | 109 | 0.69 |
| sky130_fd_sc_hd__xnor2_1 | 115 | 1.3 |
| sky130_fd_sc_hd__mux2i_1 | 424 | 5.4 |
| sky130_fd_sc_hd__and2_1 | 34 | 0.27 |
| sky130_fd_sc_hd__o21a_1 | 30 | 0.28 |
| sky130_fd_sc_hd__and3_1 | 51 | 0.40 |
| sky130_fd_sc_hd__dfxtp_1 | 85 | 2.1 |
| sky130_fd_sc_hd__ha_1 | 243 | 3.8 |
| sky130_fd_sc_hd__a221oi_1 | 54 | 0.60 |
| sky130_fd_sc_hd__a211oi_1 | 110 | 1.0 |
| sky130_fd_sc_hd__nor2_1 | 354 | 1.7 |
| sky130_fd_sc_hd__nor2b_1 | 35 | 0.28 |
| sky130_fd_sc_hd__buf_2 | 70 | 0.44 |
| sky130_fd_sc_hd__o221ai_1 | 31 | 0.34 |
| sky130_fd_sc_hd__nand2b_1 | 30 | 0.24 |
| sky130_fd_sc_hd__a31oi_1 | 54 | 0.43 |
| sky130_fd_sc_hd__a211o_1 | 28 | 0.31 |
| sky130_fd_sc_hd__o22ai_1 | 69 | 0.54 |
| sky130_fd_sc_hd__o31a_1 | 17 | 0.19 |
| sky130_fd_sc_hd__a21oi_1 | 404 | 2.5 |
| sky130_fd_sc_hd__buf_6 | 30 | 0.43 |
| sky130_fd_sc_hd__xor2_1 | 65 | 0.72 |
| sky130_fd_sc_hd__nor4_1 | 27 | 0.21 |
| sky130_fd_sc_hd__inv_1 | 155 | 0.73 |
| sky130_fd_sc_hd__nor3_1 | 87 | 0.55 |
| sky130_fd_sc_hd__o21bai_1 | 58 | 0.55 |
| sky130_fd_sc_hd__edfxtp_1 | 1022 | 39 |
| sky130_fd_sc_hd__buf_4 | 18 | 0.17 |
| sky130_fd_sc_hd__mux4_2 | 771 | 22 |
| sky130_fd_sc_hd__nand2_1 | 310 | 1.5 |
| sky130_fd_sc_hd__nand4_1 | 49 | 0.39 |
| sky130_fd_sc_hd__clkbuf_1 | 274 | 1.3 |
| sky130_fd_sc_hd__o21ai_0 | 276 | 1.7 |
| sky130_fd_sc_hd__o31ai_1 | 36 | 0.34 |
| sky130_fd_sc_hd__buf_1 | 93 | 0.44 |
| sky130_fd_sc_hd__a22o_1 | 22 | 0.24 |
| sky130_fd_sc_hd__a22oi_1 | 120 | 1.1 |
| sky130_fd_sc_hd__o211ai_1 | 51 | 0.48 |
| sky130_fd_sc_hd__mux2_2 | 63 | 0.89 |
-- path summary, 6_finish.rpt --
| kind | slack [ps] | cells past startpoint | to | from |
|---|---|---|---|---|
| min | 470 | 2 | mem_write | mem_write |
| min reg2reg | 470 | 2 | mem_write | mem_write |
| max | 25790 | 20 | out_mem_addr[31] | flip-flop |
| max reg2reg | 33830 | 20 | pc[18] | flip-flop |
-- state kept, by name (all words and copies together) (netlist names), named ones only --
| register | cells |
|---|---|
| mem_width | 2 |
| inst | 30 |
| X | 1024 |
| mem_write | 1 |
| pc | 31 |
| phi | 4 |
-- per-stage QoR --
stage	utilization [%]	std cells
floorplan	-	6277
global placement	32.6	9752
detailed placement	32.6	9753
CTS	34.2	9992
global route	34.2	9994
finish	34.3	10007
-- power groups by stage --
stage	sequential (mW)	combinational (mW)	clock, mW
6_report	1.19	1.18	1.12
4_1_cts	1.19	1.14	1.13
5_1_grt	1.19	1.21	1.17
-- worst max-delay path, cell delays in order (launching register included) --
cell                              delay [ps]
sky130_fd_sc_hd__dfxtp_4                 820
sky130_fd_sc_hd__buf_4                   670
sky130_fd_sc_hd__buf_12                  570
sky130_fd_sc_hd__buf_12                  530
sky130_fd_sc_hd__buf_4                   600
sky130_fd_sc_hd__mux4_2                  570
sky130_fd_sc_hd__mux2i_1                 180
sky130_fd_sc_hd__nor2_1                   80
sky130_fd_sc_hd__a311oi_2                620
sky130_fd_sc_hd__inv_1                   400
sky130_fd_sc_hd__ha_1                    500
sky130_fd_sc_hd__nand2_1                 210
sky130_fd_sc_hd__o21ai_0                 150
sky130_fd_sc_hd__a21o_1                  210
sky130_fd_sc_hd__a221o_1                 350
sky130_fd_sc_hd__a21o_1                  180
sky130_fd_sc_hd__a21oi_1                 170
sky130_fd_sc_hd__o21ai_0                 130
sky130_fd_sc_hd__xnor2_1                 210
sky130_fd_sc_hd__o21ai_0                 360
sky130_fd_sc_hd__clkdlybuf4s50_1         550
-- cell usage in the layout (no fill, tap or decap), types with 49 or more instances in the layout --
| cell type | count |
|---|---|
| sky130_fd_sc_hd__a211oi_1 | 108 |
| sky130_fd_sc_hd__buf_4 | 351 |
| sky130_fd_sc_hd__clkbuf_16 | 134 |
| sky130_fd_sc_hd__clkdlybuf4s50_1 | 101 |
| sky130_fd_sc_hd__dfxtp_1 | 69 |
| sky130_fd_sc_hd__mux2i_1 | 413 |
| sky130_fd_sc_hd__a21oi_1 | 400 |
| sky130_fd_sc_hd__o211ai_1 | 51 |
| sky130_fd_sc_hd__edfxtp_1 | 1022 |
| sky130_fd_sc_hd__o21bai_1 | 58 |
| sky130_fd_sc_hd__a21o_1 | 107 |
| sky130_fd_sc_hd__nor2_1 | 320 |
| sky130_fd_sc_hd__nand4_1 | 49 |
| sky130_fd_sc_hd__mux2_2 | 63 |
| sky130_fd_sc_hd__nand2_1 | 310 |
| sky130_fd_sc_hd__inv_1 | 153 |
| sky130_fd_sc_hd__xnor2_1 | 115 |
| sky130_fd_sc_hd__a221oi_1 | 54 |
| sky130_fd_sc_hd__o21ai_0 | 274 |
| sky130_fd_sc_hd__and3_1 | 51 |
| sky130_fd_sc_hd__mux4_2 | 771 |
| sky130_fd_sc_hd__ha_1 | 243 |
| sky130_fd_sc_hd__a31oi_1 | 51 |
| sky130_fd_sc_hd__a22oi_1 | 119 |
| sky130_fd_sc_hd__nor3_1 | 84 |
| sky130_fd_sc_hd__o22ai_1 | 69 |
| sky130_fd_sc_hd__nand3_1 | 109 |
| sky130_fd_sc_hd__xor2_1 | 65 |
-- cell families after synthesis --
logic type                 Yosys count  synth area share [%]
adders and majority gates          250                  4.01
DFF                               1107                  40.8
muxes                             1265                  28.4
buffers and inverters              658                  3.76
xor gates and xnor gates           180                  1.99
and+or+nand+nor                   1174                  7.07
AOI/OAI and AO/OA                 1643                  14.0
Power figures rest on the tool's default switching activity, not on a simulated workload.
